==> ./design.v <==
package Pipe_Buf_Reg_PKG;
  typedef struct packed {
    logic [8:0]  Curr_Pc;
    logic [31:0] Curr_Instr;
  } if_id_reg;
  typedef struct packed {
    logic        ALUSrc;
    logic        MemtoReg;
    logic        RegWrite;
    logic        MemRead;
    logic        MemWrite;
    logic [1:0]  ALUOp;
    logic        Branch;
    logic        jal; 
    logic        jalr;
    logic        halt; 
    logic [8:0]  Curr_Pc;
    logic [31:0] RD_One;
    logic [31:0] RD_Two;
    logic [4:0]  RS_One;
    logic [4:0]  RS_Two;
    logic [4:0]  rd;
    logic [31:0] ImmG;
    logic [2:0]  func3;
    logic [6:0]  func7;
    logic [31:0] Curr_Instr;
  } id_ex_reg;
  typedef struct packed {
    logic        RegWrite;
    logic        jal; 
    logic        MemtoReg;
    logic        MemRead;
    logic        MemWrite;
    logic [31:0] Pc_Imm;
    logic [31:0] Pc_Four;
    logic [31:0] Imm_Out;
    logic [31:0] Alu_Result;
    logic [31:0] RD_Two;
    logic [4:0]  rd;
    logic [2:0]  func3;
    logic [6:0]  func7;
    logic [31:0] Curr_Instr;
  } ex_mem_reg;
  typedef struct packed {
    logic        RegWrite;
    logic        jal; 
    logic        MemtoReg;
    logic [31:0] Pc_Imm;
    logic [31:0] Pc_Four;
    logic [31:0] Imm_Out;
    logic [31:0] Alu_Result;
    logic [31:0] MemReadData;
    logic [4:0]  rd;
    logic [31:0] Curr_Instr;
  } mem_wb_reg;
endpackage
`timescale 1ns / 1ps
module alu#(
        parameter DATA_WIDTH = 32,
        parameter OPCODE_LENGTH = 4
        )
        (
        input logic [DATA_WIDTH-1:0]    SrcA,
        input logic [DATA_WIDTH-1:0]    SrcB,
        input logic [OPCODE_LENGTH-1:0]    Operation,
        output logic[DATA_WIDTH-1:0] ALUResult
        );
        always_comb
        begin
            case(Operation)
            4'b0000:         
                    ALUResult = SrcA & SrcB;
            4'b0010:         
                    ALUResult = SrcA + SrcB;
            4'b1000:         
                    ALUResult = (SrcA == SrcB) ? 1 : 0;
            4'b0011:         
                    ALUResult = (SrcA != SrcB) ? 1 : 0; 
            4'b0100:         
                    ALUResult = (SrcA < SrcB) ? 1 : 0;
            4'b0101:         
                   ALUResult = (SrcA >= SrcB) ? 1 : 0;
            4'b0110:         
                    ALUResult = (SrcA < SrcB) ? 1 : 0;
            4'b0111:         
                    ALUResult = SrcA | SrcB;
            4'b1000:         
                    ALUResult = SrcA ^ SrcB;
            4'b1001:         
                    ALUResult = SrcA - SrcB;
            4'b1010:         
                    ALUResult = SrcA >> SrcB;
            4'b1011:         
                    ALUResult = SrcA << SrcB; 
            4'b1100:         
                ALUResult = SrcA >>> SrcB[4:0];
            default:
                    ALUResult = 0;
            endcase
        end
endmodule
==> ./run.sh <==
#!/bin/bash
# OpenROAD 26Q1-2900-gdf79404cd8, Yosys 0.63+post, stock flow scripts
make -C /OpenROAD-flow-scripts/flow DESIGN_CONFIG=/design/flow/config.mk WORK_HOME=/design/flow/orfs finish
==> ./config.mk <==
export PLATFORM = sky130hd
export DESIGN_NAME = alu
export DESIGN_NICKNAME = alu
export VERILOG_FILES = /design/flow/design.v
export SDC_FILE = /design/flow/constraint.sdc
export NUM_CORES = 4
export LEC_CHECK = 1
export CORE_UTILIZATION = 40
==> ./constraint.sdc <==
current_design alu

set clk_period 15.6
set clk_io_pct 0.2

create_clock -name clk0 -period $clk_period

set non_clock_inputs [all_inputs -no_clocks]
set_input_delay [expr $clk_period * $clk_io_pct] -clock clk0 $non_clock_inputs
set_output_delay [expr $clk_period * $clk_io_pct] -clock clk0 [all_outputs]
==> results.toml <==
# synthesis and place-and-route metrics
[status]
outcome = "completed"

[layout]
clock_buffers = 0
nFlopsAndLatches = 0
final_design_area_no_fill_um2 = 9790
fillers = 2267
synthToLayoutAreaGrowth_pct = 11.7
drive_above_1_share = 0.0881
lay_top_cells = "sky130_fd_sc_hd__nor2_1, sky130_fd_sc_hd__nand2_1, sky130_fd_sc_hd__a21oi_1"
layout_top_cell = "sky130_fd_sc_hd__nor2_1"
ff_latch_area_um2 = 0

[drt]
detail_route.iter0.violations = 917
antenna_cells_inserted = 0
drtPass1Iterations = 5
avg_vias_per_cell = 6.55
route.antenna.remaining_nets = 0
postRouteWirelength_um = 39900
drc_errors = 0
wl_per_cell_um = 25.4
vias = 10300

[place]
detailedPlacementHpwl_um = 31600
port_buffers = 100
place_area_um2 = 9790
pre_cts_ws_ns = 4.89
gpl_congestion = 1.02

[logic_synthesis]
yosys-stat-cells = 1272
sequential_share_of_the_synthesized_area = 0
yosys.area.top_type_share = 0.143
synth.lib_cells_used.distinct = 91
syn_inst = 1272
netlist_area_pre_place_um2 = 8770
syn-mean-instance-area_um2 = 6.89
synthDominantAreaCellType = "sky130_fd_sc_hd__ha_1"
synth.top_cells.by_area = "sky130_fd_sc_hd__ha_1, sky130_fd_sc_hd__mux4_2, sky130_fd_sc_hd__nor2_1"
ys_chip_area_um2 = 8770
synthesis.yosys.warnings = 1

[cts]
holdBufCountCts = 0
postCtsSetupRepairBufs = 0
total_of_cells_resized_after_clock_tree_synthesis = 0

[timing]
setup_viol = 0
finalClockPeriodUsage = 0.688
timing_max_transition_violations_final = 0
tightest_slew_ns = 0.811
setup_total_negative_slack_ns = 0
final_hold_vio_count = 0
layout_min_cycle_time_ns = 10.73
rsz0062_at_grt = "no"
slew_headroom = 0.455
fin_ws_ns = 4.87
timing.fmax_mhz = 93.2

[setup_path]
cp_data_arrival_time_ns = 7.61
end_kind = "primary output"
crit_required_ns = 12.48
cp_max_fo = 51
cp-start-kind = "primary input"
timing_worst_setup_path_type = "primary input to primary output"
critPathLaunch = "SrcB[2]"

[floorplanning]
io-pin-count = 100
placementRows = 53
chipWidth_um = 150
initial_utilization = 0.412
floorplan.core_area_um2 = 21300
chip_area_um2 = 22500
die_boundary_height_um = 150

[global_routing]
overflow = 0
grt_max_degree = 57
grt_antenna_before_repair = 0
grt_first_pass_wirelength_um = 59600
grt.total_usage = 0.364
grt_pass1_vias = 9460

[min_path]
hold_class = "primary input to primary output"
timing.hold.worst.start = "SrcB[4]"

[job]
cap_violations = 0
warnings = 100

[power_and_ir_drop]
power_density_nw_per_um2 = 35.2
irDropWorstVdd_uv = 25.0
power.static_leakage_nw = 4.06
[logic make-up after synthesis]
kind of cell | Yosys count | synth area share
multiplexers | 99 | 0.160
XOR/XNOR | 9 | 0.00899
AND-OR/OR-AND | 461 | 0.373
adder cells (fa/ha/maj) | 102 | 0.147
AND/OR/NAND/NOR | 404 | 0.214
buffers and inverters | 197 | 0.0968
[path summary, 6_finish.rpt]
check | to | slack [ns] | cells after the start
setup / recovery | ALUResult[0] | 4.87 | 15
hold / removal | ALUResult[1] | 7.36 | 5
[through the flow]
step           cells  hold slack [ns]  power [mW]   util
2_1_floorplan   1272             6.40       0.213      -
3_3_place_gp    1569             7.34       0.338  0.460
3_5_place_dp    1569             7.34       0.336  0.460
4_1_cts         1569             7.35       0.338  0.460
5_1_grt         1569             7.43       0.370  0.460
6_report        1569             7.36       0.345  0.460
[layout make-up]
class / count / area (µm²) / share of cell area
timing repair buffer: 122 / 1150 / 0.117
inverter: 97 / 364 / 0.0372
tap: 275 / 344 / 0.0351
multi-input combinational: 1075 / 7940 / 0.810
[power breakdown]
group | internal [mW] | leakage, nW | switching (mW)
Sequential | 0 | 0 | 0
Clock | 0 | 0 | 0
Combinational | 0.138 | 4.06 | 0.207
Total | 0.138 | 4.06 | 0.207
[layer usage]
layer / share of wire / track usage
met1: 0.41 / 0.503
met2: 0.45 / 0.570
met3: 0.094 / 0.0587
met4: 0.047 / 0.141
met5: 0 / 0
[worst max-delay path, stage by stage]
cell	delay, ns
sky130_fd_sc_hd__clkdlybuf4s50_1	0.45
sky130_fd_sc_hd__buf_4	0.42
sky130_fd_sc_hd__inv_2	0.04
sky130_fd_sc_hd__buf_4	0.33
sky130_fd_sc_hd__ha_1	0.56
sky130_fd_sc_hd__o21bai_1	0.14
sky130_fd_sc_hd__a21oi_2	0.32
sky130_fd_sc_hd__o41ai_4	0.14
sky130_fd_sc_hd__o311ai_4	0.39
sky130_fd_sc_hd__nand3_1	0.21
sky130_fd_sc_hd__a21o_1	0.27
sky130_fd_sc_hd__a211oi_1	0.34
sky130_fd_sc_hd__a211oi_1	0.13
sky130_fd_sc_hd__a211o_1	0.31
sky130_fd_sc_hd__clkdlybuf4s50_1	0.42
[cell usage after synthesis (6+ instances only)]
| library cell | count |
|---|---|
| sky130_fd_sc_hd__a211oi_1 | 31 |
| sky130_fd_sc_hd__xnor2_1 | 8 |
| sky130_fd_sc_hd__mux4_2 | 31 |
| sky130_fd_sc_hd__inv_1 | 95 |
| sky130_fd_sc_hd__ha_1 | 100 |
| sky130_fd_sc_hd__clkbuf_1 | 56 |
| sky130_fd_sc_hd__buf_2 | 17 |
| sky130_fd_sc_hd__or4_1 | 8 |
| sky130_fd_sc_hd__buf_1 | 10 |
| sky130_fd_sc_hd__a21o_1 | 16 |
| sky130_fd_sc_hd__nand2_1 | 108 |
| sky130_fd_sc_hd__nor4_1 | 18 |
| sky130_fd_sc_hd__buf_4 | 9 |
| sky130_fd_sc_hd__a221oi_1 | 21 |
| sky130_fd_sc_hd__o21a_1 | 11 |
| sky130_fd_sc_hd__buf_6 | 7 |
| sky130_fd_sc_hd__o22ai_1 | 15 |
| sky130_fd_sc_hd__a211o_1 | 8 |
| sky130_fd_sc_hd__nand4_1 | 9 |
| sky130_fd_sc_hd__a21oi_1 | 104 |
| sky130_fd_sc_hd__mux2i_1 | 51 |
| sky130_fd_sc_hd__o211ai_1 | 19 |
| sky130_fd_sc_hd__a31oi_1 | 9 |
| sky130_fd_sc_hd__nand3_1 | 13 |
| sky130_fd_sc_hd__and3_1 | 6 |
| sky130_fd_sc_hd__o221a_2 | 7 |
| sky130_fd_sc_hd__o21bai_1 | 21 |
| sky130_fd_sc_hd__nor2_1 | 156 |
| sky130_fd_sc_hd__o21ai_0 | 77 |
| sky130_fd_sc_hd__o221ai_1 | 24 |
| sky130_fd_sc_hd__mux2_2 | 17 |
| sky130_fd_sc_hd__o21ai_1 | 12 |
| sky130_fd_sc_hd__and2_1 | 8 |
| sky130_fd_sc_hd__nand2b_1 | 17 |
| sky130_fd_sc_hd__a221o_1 | 15 |
| sky130_fd_sc_hd__o31ai_1 | 9 |
| sky130_fd_sc_hd__nor3_1 | 28 |
Power and IR drop assume default switching activity.
