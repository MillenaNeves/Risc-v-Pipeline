`flow/config.mk`:
```
export PLATFORM = sky130hd
export DESIGN_NAME = RegFile
export DESIGN_NICKNAME = RegFile
export VERILOG_FILES = /design/flow/design.v
export SDC_FILE = /design/flow/constraint.sdc
export NUM_CORES = 4
export LEC_CHECK = 1
export CORE_UTILIZATION = 50
```
`flow/constraint.sdc`:
```
current_design RegFile

set clk_period 15.5
set clk_io_pct 0.2

create_clock -name clk0 -period $clk_period [get_ports {clk}]

set non_clock_inputs [all_inputs -no_clocks]
set_input_delay [expr $clk_period * $clk_io_pct] -clock clk0 $non_clock_inputs
set_output_delay [expr $clk_period * $clk_io_pct] -clock clk0 [all_outputs]
```
`flow/design.v`:
```
package Pipe_Buf_Reg_PKG;
  typedef struct packed {
    logic [8:0]  Curr_Pc;
    logic [31:0] Curr_Instr;
  } if_id_reg;
  typedef struct packed {
    logic        ALUSrc;
    logic        MemtoReg;
    logic        RegWrite;
    logic        MemRead;
    logic        MemWrite;
    logic [1:0]  ALUOp;
    logic        Branch;
    logic        jal; 
    logic        jalr;
    logic        halt; 
    logic [8:0]  Curr_Pc;
    logic [31:0] RD_One;
    logic [31:0] RD_Two;
    logic [4:0]  RS_One;
    logic [4:0]  RS_Two;
    logic [4:0]  rd;
    logic [31:0] ImmG;
    logic [2:0]  func3;
    logic [6:0]  func7;
    logic [31:0] Curr_Instr;
  } id_ex_reg;
  typedef struct packed {
    logic        RegWrite;
    logic        jal; 
    logic        MemtoReg;
    logic        MemRead;
    logic        MemWrite;
    logic [31:0] Pc_Imm;
    logic [31:0] Pc_Four;
    logic [31:0] Imm_Out;
    logic [31:0] Alu_Result;
    logic [31:0] RD_Two;
    logic [4:0]  rd;
    logic [2:0]  func3;
    logic [6:0]  func7;
    logic [31:0] Curr_Instr;
  } ex_mem_reg;
  typedef struct packed {
    logic        RegWrite;
    logic        jal; 
    logic        MemtoReg;
    logic [31:0] Pc_Imm;
    logic [31:0] Pc_Four;
    logic [31:0] Imm_Out;
    logic [31:0] Alu_Result;
    logic [31:0] MemReadData;
    logic [4:0]  rd;
    logic [31:0] Curr_Instr;
  } mem_wb_reg;
endpackage
`timescale 1ns / 1ps
module RegFile #(
    parameter DATA_WIDTH = 32,   
    parameter ADDRESS_WIDTH = 5,   
    parameter NUM_REGS = 32
) (
    input clk,   
    input rst,   
    input rg_wrt_en,   
    input  [ADDRESS_WIDTH-1:0] rg_wrt_dest,  
    input [ADDRESS_WIDTH-1:0] rg_rd_addr1,   
    input [ADDRESS_WIDTH-1:0] rg_rd_addr2,   
    input  [DATA_WIDTH-1:0] rg_wrt_data,  
    output logic [DATA_WIDTH-1:0] rg_rd_data1,   
    output logic [DATA_WIDTH-1:0] rg_rd_data2    
);
  integer i;
  logic [DATA_WIDTH-1:0] register_file[NUM_REGS-1:0];
  always @(negedge clk) begin
    if (rst == 1'b1) for (i = 0; i < NUM_REGS; i = i + 1) register_file[i] <= 0;
    else if (rst == 1'b0 && rg_wrt_en == 1'b1) begin
      register_file[rg_wrt_dest] <= rg_wrt_data;
    end
  end
  assign rg_rd_data1 = register_file[rg_rd_addr1];
  assign rg_rd_data2 = register_file[rg_rd_addr2];
endmodule
```
`flow/run.sh`:
```
#!/bin/bash
# OpenROAD 26Q1-2900-gdf79404cd8, Yosys 0.63+post, stock flow scripts
make -C /OpenROAD-flow-scripts/flow DESIGN_CONFIG=/design/flow/config.mk WORK_HOME=/design/flow/orfs finish
```
==> CHANGELOG.md <==
## Implementation

- Status: completed
- Top Layout Cells: inv_1, and2_1, mux2i_1, edfxtp_1, nand2_1
- Power Density: between 100 and 150 nW/µm²
- CP endpoint kind: output port
- Vias: 41797
- Synth Instances: 4641
- Die y size: 337 µm
- Pre-antenna DRT Iters: 6
- Worst EP required: about 12 ns
- Max_slew headroom: 30.0%
- WL/cell: 27.5 µm
- Sink Count: 1024
- Total Routed Length: just under 200 mm
- Clock Path Buffers: 3
- Number of fill cells: 8757
- Met2 GRT Util: 51.5%
- DR iter-0 viols: 2919
- Arr. time, crit path: 10.57 ns
- Worst path cell trace: mux2i_1 > a22o_1 > nor3_1 > a31oi_1 > nand3_1 > clkdlybuf4s50_1
- Crit-path max cell delay: 0.58 ns
- Share of layout cells above drive strength 1: 7.60%
- Total of max-cap violations: 0
- Warnings, synthesis: 1
- CP max-delay cell: nor3_1
- Ys cells: between 4000 and 5000
- Min-Delay Path Class: primary input to output port
- Chip footprint: 114000 µm²
- # port buffers: 113
- CP Launch Type: flip-flop
- Placement row count: 122
- Netlist cell types: 31
- Area Growth Syn to Fin: 18.8%
- Top delay family on crit path: simple AND/OR/NAND/NOR gates
- Vias per cell: 5.80
- Most flops, register: register_file
- Final core utilization: roughly three fifths
- Final Wtd Congestion: 0.896
- Commonest Layout Cell: inv_1
- Slew Limit Fails: 0
- Chip Area, Yosys: between 50000 and 60000 µm²
- Tool warnings: 1027
- M3 GR Usage: 25.6%
- P_leak: 30.0 nW
- CP max FO: 2
- Placed instance area: 58700 µm²
- Placed Cells: just under 6000
- Layout Cells excl Fill: about 7200
- RSZ-0062 raised after global routing: no
- GRT overflow: 0
- Post-CTS Hold Fix Bufs: 0
- Setup ws final: 1.83 ns
- Core Region: 111000 µm²
- CTS buffer count: around 120
- Initial antenna violation count: 6
- Final Cell Area: 66700 µm²
- Worst Max-Slew Pin Slew: 1.05 ns
- Ys flops: 1024
- Hold EP: rg_rd_data1[16]
- Worst Path Buf+Inv: 1
- Root buffer cell: clkbuf_16
- Tot GR Track Use: approximately two fifths
- IO Count: approximately 110
- Hold path cells: 6
- TritonCTS clock tree: yes
- Biggest regs: register_file: 1024 flops
- Peak VDD IR: 88.4 µV
- Synth Seq Share: a little over half
- GR peak layer: met2
- Synthesized area: about 56000 µm²
- Routed Antenna Nets: 0
- Final setup TNS: 0 ns
- Dpl ws: 1.51 ns
- Post-DP HPWL: 109 mm
- Critical hold path startpoint: rg_rd_addr1[1]
- Setup CP Type: flip-flop to output port
- Met1 usage: 48.1%
- Largest register FFs: 1024
- Drt drc: 0
- Init Core Util: 50.6%
- First-pass GRT wire length: 282 mm
- Final setup fails: 0
- Final hold vios: 0
- Post-CTS Resized: 0
- Vias in the first global route: roughly 44000
- Avg Cell Area, Syn: 12.1 µm²
- H-tree levels: 3
- Post-CTS Setup Bufs: 0
- Die Span X: 337 µm
- Clock slew at reported path FFs: 0.04 ns
- Largest net degree at the start of global routing: 91
-- through the flow --
step | hold slack (ns) | total power [W]
global route | 7.49 | 0.00863
CTS | 7.42 | 0.00824
floorplan | 6.46 | 0.00416
global placement | 7.42 | 0.00451
detailed placement | 7.42 | 0.00452
finish | 7.38 | 0.00815
-- worst min-delay path, stage by stage --
cell	delay [ns]
buf_8	0.22
mux2i_1	0.23
nand2_1	0.07
nand3_1	0.09
nand3_1	0.12
clkdlybuf4s50_1	0.42
-- report_power, final --
| group | internal (W) | switching (W) | leakage, nW |
|---|---|---|---|
| combinational | 0.000297 | 0.000512 | 12.7 |
| sequential | 0.00322 | 0.0000774 | 9.74 |
| clock | 0.00219 | 0.00184 | 7.57 |
-- worst max path at each step --
stage	start	to	slack (ns)	depth (start not counted)
5_1_grt	register_file[0][13]$_SDFFCE_NN0P_	rg_rd_data2[13]	1.72	6
6_report	register_file[2][11]$_SDFFCE_NN0P_	rg_rd_data1[11]	1.83	6
4_1_cts	register_file[2][11]$_SDFFCE_NN0P_	rg_rd_data1[11]	1.89	6
-- cell families after synthesis --
group	after synthesis	share of synthesized area, %
and+or+nand+nor	1568	16.1
muxes	1024	18.2
AOI/OAI and AO/OA	576	6.98
DFF	1024	54.7
buffers and inverters	449	3.97
-- layout make-up --
type / instances / area [µm²] / share of cell area (%)
sequential: 1024 / 30700 / 46.1
clock inverter: 1125 / 5010 / 7.51
clock buffer: 121 / 3030 / 4.54
tap: 1488 / 1860 / 2.79
timing repair buffer: 273 / 2640 / 3.96
multi-input combinational: 3168 / 23400 / 35.1
antenna: 5 / 12.5 / 0.0187
-- cells in the mapped netlist, drive strengths merged --
master  count  area share [%]
a21oi     192             1.7
a22o      128             2.0
a22oi     192             2.6
a31oi      64            0.71
and2     1026              11
buf       179             2.1
clkbuf    269             1.9
edfxtp   1024              55
inv         1          0.0067
mux2i    1024              18
nand2     196             1.3
nand2b      5           0.056
nand3     194             1.7
nand3b      4           0.060
nor2       36            0.44
nor2b       5           0.056
nor3       64            0.57
or2        34            0.38
or3         2           0.031
or3b        2           0.040
-- per-layer routing --
metal,vias to the layer above,wire (µm)
met2,2402,87600
met3,439,29400
li1,18938,-
met1,20008,71300
met5,-,89
met4,10,9300
Power figures rest on the tool's default switching activity, not on a simulated workload.
