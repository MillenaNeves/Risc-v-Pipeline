==> flow/design.v <==
package Pipe_Buf_Reg_PKG;
  typedef struct packed {
    logic [8:0]  Curr_Pc;
    logic [31:0] Curr_Instr;
  } if_id_reg;
  typedef struct packed {
    logic        ALUSrc;
    logic        MemtoReg;
    logic        RegWrite;
    logic        MemRead;
    logic        MemWrite;
    logic [1:0]  ALUOp;
    logic        Branch;
    logic        jal; 
    logic        jalr;
    logic        halt; 
    logic [8:0]  Curr_Pc;
    logic [31:0] RD_One;
    logic [31:0] RD_Two;
    logic [4:0]  RS_One;
    logic [4:0]  RS_Two;
    logic [4:0]  rd;
    logic [31:0] ImmG;
    logic [2:0]  func3;
    logic [6:0]  func7;
    logic [31:0] Curr_Instr;
  } id_ex_reg;
  typedef struct packed {
    logic        RegWrite;
    logic        jal; 
    logic        MemtoReg;
    logic        MemRead;
    logic        MemWrite;
    logic [31:0] Pc_Imm;
    logic [31:0] Pc_Four;
    logic [31:0] Imm_Out;
    logic [31:0] Alu_Result;
    logic [31:0] RD_Two;
    logic [4:0]  rd;
    logic [2:0]  func3;
    logic [6:0]  func7;
    logic [31:0] Curr_Instr;
  } ex_mem_reg;
  typedef struct packed {
    logic        RegWrite;
    logic        jal; 
    logic        MemtoReg;
    logic [31:0] Pc_Imm;
    logic [31:0] Pc_Four;
    logic [31:0] Imm_Out;
    logic [31:0] Alu_Result;
    logic [31:0] MemReadData;
    logic [4:0]  rd;
    logic [31:0] Curr_Instr;
  } mem_wb_reg;
endpackage
`timescale 1ns / 1ps
module BranchUnit #(
    parameter PC_W = 9
) (
    input logic [PC_W-1:0] Cur_PC,
    input logic [31:0] Imm,
    input logic Branch,
    input logic [31:0] AluResult,
    output logic [31:0] PC_Imm,
    output logic [31:0] PC_Four,
    output logic [31:0] BrPC,
    output logic PcSel
);
  logic Branch_Sel;
  logic [31:0] PC_Full;
  assign PC_Full = {23'b0, Cur_PC};
  assign PC_Imm = PC_Full + Imm;
  assign PC_Four = PC_Full + 32'b100;
  assign Branch_Sel = Branch && AluResult[0];   
  assign BrPC = (Branch_Sel) ? PC_Imm : 32'b0;   
  assign PcSel = Branch_Sel;   
endmodule
==> flow/run.sh <==
#!/bin/bash
# OpenROAD 26Q1-2900-gdf79404cd8, Yosys 0.63+post, stock flow scripts
make -C /OpenROAD-flow-scripts/flow DESIGN_CONFIG=/design/flow/config.mk WORK_HOME=/design/flow/orfs finish
==> flow/config.mk <==
export PLATFORM = sky130hd
export DESIGN_NAME = BranchUnit
export DESIGN_NICKNAME = BranchUnit
export VERILOG_FILES = /design/flow/design.v
export SDC_FILE = /design/flow/constraint.sdc
export NUM_CORES = 4
export LEC_CHECK = 1
export CORE_AREA = 10 10 93 93
export DIE_AREA = 0 0 103 103
==> flow/constraint.sdc <==
current_design BranchUnit

set clk_period 11.1
set clk_io_pct 0.2

create_clock -name clk0 -period $clk_period

set non_clock_inputs [all_inputs -no_clocks]
set_input_delay [expr $clk_period * $clk_io_pct] -clock clk0 $non_clock_inputs
set_output_delay [expr $clk_period * $clk_io_pct] -clock clk0 [all_outputs]
==> impl_metrics.yaml <==
# flow metrics
run_status:
  outcome: "completed"
sta:
  fmax_mhz: 135.3
  rsz0062_at_grt: "no"
  maxSlewViolCount: 0
  layout_setup_ws_ns: 3.708
  maxSlewHeadroom: 0.5496
  tns_ns: 0
  hold_viol: 0
  finalClockPeriodUsage: 0.6660
  worst_pin_slew_ns: 0.6755
  min_period_ns: 7.392
  finalSetupViolCount: 0
layout:
  layout_top_cells: "118 x clkdlybuf4s50_1, 28 x nand2_1, 22 x conb_1"
  clkbuf_count: 0
  syn_to_final_growth_pct: 69.29
  drive_gt1_frac: 0.02907
  seq_cells: 0
  regArea_um2: 0
  final_layout_top_logic_cell: "clkdlybuf4s50_1"
  fin_area_um2: 2821
global_route:
  grt_max_degree: 34
  grt_pass1_vias: 1920
  antenna_found_initial: 0
  overflow: 0
  grt.total_usage: 0.1122
  grt_pass1_wl_um: 9666
min_path:
  min_from: "Cur_PC[0]"
  hold_depth: 2
  worst_hold_path_type: "input port to output port"
  holdPathEnd: "PC_Four[0]"
placed_design:
  dpl_worst_slack_ns: 3.709
  gp_congestion: 0.8085
  post-dp-hpwl_um: 5653
  dpl_cell_area_um2: 2821
  io_buffer_count: 118
routing:
  drtIter0Drc: 63
  vias: 1947
  drt_drc_violations_left: 0
  n_antenna_cell: 0
  first_pass_iters: 3
  ant_nets: 0
  wl_um: 6563
  avgRoutedWirePerCell_um: 15.48
  via_per_inst: 4.592
worst_setup_path:
  cp-end-kind: "output port"
  critical_path_class: "input port to output port"
  critPathMostFrequentCell: "clkdlybuf4s50_1"
  critical_path.startpoint: "Cur_PC[4]"
  cp.arrival_ns: 5.17
  crit_slowest_cell: "o21ai_2"
  cp_max_fo: 14
  cp.required_ns: 8.88
  cp_top_family: "AND-OR/OR-AND gates"
  path_buffers: 2
  slowest_delay_ns: 0.56
  cp_cell_sequence: "clkdlybuf4s50_1 -> ha_1 -> a21o_1 -> a31o_2 -> o21ai_2 -> a21boi_0 -> nor3b_1 -> clkdlybuf4s50_1"
  cp-start-kind: "input port"
yosys:
  yosys_area_um2: 1667
  synth.cell_area_um2: 1667
  postSynthSeqShare: 0
  postSynthCellCount: 236
  syn_avg_cell_area_um2: 7.062
  yosys_warnings: 0
  synth_cell_types: 43
  synth_stat.cells: 236
pwr:
  peakVddDrop_uv: 12.28
  power_per_cell_area_nw_per_um2: 38.53
  leakage_nw: 1.081
  finalPower_mw: 0.1087
floorplanning:
  die_w_um: 103
  boundaryPins: 171
  fp_util: 0.2467
  fp.coreArea_um2: 6756
  die_h_um: 103
  rows: 30
  die-area_um2: 10610
clock_tree:
  cts_setup_buffers: 0
  cts_hold_buf: 0
  cts.repair.resized: 0
flow_run:
  warnings: 63
  max_cap_viol_count: 0
==> layer usage <==
layer / vias to the layer above / wire [um] / global-route usage
li1: 1015 / - / -
met1: 869 / 2894 / 0.1439
met2: 61 / 3191 / 0.1984
met3: 2 / 446 / 0.02167
met4: 0 / 31 / 0.005348
met5: - / 0 / 0
==> synth_stat cells, types with 6 or more instances <==
library cell / instances / area [um^2]
buf_4: 24 / 180.2
nand2_1: 28 / 105.1
a21oi_1: 16 / 80.08
o2111ai_1: 6 / 52.55
mux2i_1: 11 / 110.1
xnor2_1: 18 / 157.7
and3_1: 9 / 56.30
clkbuf_1: 6 / 22.52
and2_1: 15 / 93.84
nand2b_1: 10 / 62.56
nand3_1: 10 / 50.05
nand4_1: 7 / 43.79
nor2_1: 8 / 30.03
xor2_1: 14 / 122.6
ha_1: 10 / 125.1
==> kinds of logic after synthesis <==
kind of cell | synth area share
other | 0.002250
multiplexers | 0.06607
adder cells (fa/ha/maj) | 0.08709
AND-OR/OR-AND | 0.2027
buffers and inverters | 0.1344
XOR/XNOR | 0.1682
AND/OR/NAND/NOR | 0.3393
==> through the flow <==
stage | cells | hold WS, ns | util
global route | 424 | 5.322 | 0.4176
detailed placement | 424 | 5.294 | 0.4176
global placement | 424 | 5.290 | 0.4176
finish | 424 | 5.289 | 0.4176
CTS | 424 | 5.296 | 0.4176
floorplan | 257 | 4.449 | -
==> worst max path at each step <==
stage	endpoint	slack [ns]	cells past startpoint
final	BrPC[9]	3.71	8
after global routing	BrPC[9]	3.47	8
after CTS	BrPC[9]	3.67	8
==> cell type report <==
cell class	instances	area, um^2
Timing Repair Buffer	119	1189
Multi-Input combinational cell	222	1521
Inverter	3	11.26
Fill cell	680	3935
Tap cell	80	100.1
==> power by group <==
group	switching (mW)	internal (mW)
combinational	0.0428	0.0659
sequential	0	0
clock	0	0
No activity file was given, so power comes from the tool's default toggle rates.
